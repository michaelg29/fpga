==> flow/run.sh <==
#!/bin/bash
# OpenROAD 26Q1-2900-gdf79404cd8, Yosys 0.63+post, stock flow scripts
make -C /OpenROAD-flow-scripts/flow DESIGN_CONFIG=/design/flow/config.mk WORK_HOME=/design/flow/orfs finish
==> flow/config.mk <==
export PLATFORM = sky130hd
export DESIGN_NAME = full_adder_4
export DESIGN_NICKNAME = full_adder_4
export VERILOG_FILES = /design/flow/design.v
export SDC_FILE = /design/flow/constraint.sdc
export NUM_CORES = 4
export LEC_CHECK = 1
export CORE_AREA = 10 10 70 70
export DIE_AREA = 0 0 80 80
==> flow/constraint.sdc <==
current_design full_adder_4

set clk_period 2.8
set clk_io_pct 0.2

create_clock -name clk0 -period $clk_period

set non_clock_inputs [all_inputs -no_clocks]
set_input_delay [expr $clk_period * $clk_io_pct] -clock clk0 $non_clock_inputs
set_output_delay [expr $clk_period * $clk_io_pct] -clock clk0 [all_outputs]
==> flow/design.v <==
module full_adder (
  input a, b, cin,
  output reg sum, cout
);
  always @(a or b or cin)
  begin
    sum = a ^ b ^ cin;
    cout = (a & b) | (a & cin) | (b & cin);
  end
endmodule
module full_adder_4 (
    input [3:0] a, b,
    input cin,
    output [3:0] sum,
    output cout
);
  wire c1, c2, c3;
  full_adder FA0 (.a(a[0]), .b(b[0]), .cin(cin), .sum(sum[0]), .cout(c1));
  full_adder FA1 (.a(a[1]), .b(b[1]), .cin(c1), .sum(sum[1]), .cout(c2));
  full_adder FA2 (.a(a[2]), .b(b[2]), .cin(c2), .sum(sum[2]), .cout(c3));
  full_adder FA3 (.a(a[3]), .b(b[3]), .cin(c3), .sum(sum[3]), .cout(cout));
endmodule
==> flow_summary_export.csv <==
group,metric,value,unit
drt,routed_wl,426,um
sta,timing.final.ws_setup,0.02273,ns
yosys,syn_inst,18,
sta,relSlewSlack,93.43,%
grt,grt_pass1_vias,132,
drt,num_antenna_cells,0,
drt,viasPerCell,1.730,
sta,rsz0062_at_grt,"yes",
grt,grt_antenna_before_repair,0,
yosys,top_cells_by_area,"fa_1 (54%), inv_1 (25%), buf_4 (20%)",
hold_path,hold_class,"input pin to output pin",
yosys,synthAdderAreaFrac,54.24,%
layout,layout-drive-gt1-share,42.86,%
floorplanning,die_y,80,um
layout,fin_util,9.414,%
placement,portBuffers,14,
critical_path,slowest_stage,"fa_1",
yosys,yosys.stat.seqShare,0,%
floorplanning,fp_util,4.322,%
yosys,logic_family,"adder cells",
drt,wl_per_cell,5.757,um
yosys,yosysMostFrequentCell,"inv_1",
critical_path,path_class,"input pin to output pin",
sta,fin_setup_tns,0,ns
power,ir_drop,0.03680,mV
grt,grt_max_degree,2,
sta,setup_viol,0,
hold_path,min_from,"cin",
yosys,syn_area,147.6,sq um
sta,fmax,360.1,MHz
yosys,synth-xor-area-share,0,%
sta,period_needed,2.777,ns
critical_path,crit_fanout,1,
drt,drtIter0Drc,0,
drt,vias,128,
floorplanning,std_cell_rows,21,
floorplanning,die_w,80,um
drt,ant_nets,0,
yosys,top_area_share,54.24,%
critical_path,critPathRequiredTime,2.24,ns
sta,tightest_slew,0.09824,ns
layout,regArea,0,sq um
yosys,synth_cell_types,3,
sta,min_period_over_period,99.19,%
floorplanning,coreArea,3416,sq um
job,tool_warnings,34,
job,maxCapViolCount,0,
power,power_density,151.2,nW/um^2
yosys,synth_area_per_cell,8.202,sq um
critical_path,crit_arrival,2.22,ns
yosys,synth_top_cell_by_area,"fa_1",
grt,grt_pass1_wl,579,um
grt,grt_overflow,0,
layout,final_area,321.6,sq um
run_status,outcome,"completed",
yosys,simple_gate_area_share,0,%
layout,clkbuf_count,0,
layout,ff_count,0,
critical_path,cp_common_cell,"fa_2",
critical_path,cp-start-kind,"input pin",
drt,drc,0,
placement,dpl_cell_area,315.3,sq um
power,power_leakage,0.1416,nW
layout,synthToLayoutAreaGrowth,117.8,%
hold_path,min_to,"sum[0]",
yosys,yosysChipArea,147.6,sq um
sta,drv_slew,0,
grt,grt.total_usage,1.158,%
yosys,muxShareOfSynthArea,0,%
sta,hold_viol,0,
cts,cts_setup_buffers,0,
critical_path,critPathMaxStageDelay,0.40,ns
drt,first_pass_iters,1,
placement,dp_slack,-0.8145,ns
hold_path,hold_depth,5,
floorplanning,num_io_pins,14,
floorplanning,die-area,6400,sq um
placement,hpwl,425.2,um
critical_path,endpoint_kind,"output pin",
yosys,aoi_share,0,%
placement,gp_congestion,0.7618,
layout,fillers,402,
critical_path,path_cells,"buf_6 -> inv_4 -> fa_2 -> inv_2 -> fa_2 -> fa_2 -> inv_2 -> fa_1 -> inv_1 -> buf_2",
yosys,yosysWarningCount,1,
yosys,yosys_cells,18,
yosys,yosys-top-cells-count,"inv_1 (10), buf_4 (4), fa_1 (4)",
layout,combGateArea,87.58,sq um
repair_timing:
item / CTS / global route
pin swaps: 4 / 4
hold buffers: 0 / 0
endpoints found under the setup margin: 4 / 2
resized: 30 / 1
worst max-delay path: cells and delay by family:
| kind | cells | cell delay, ns |
|---|---|---|
| buffers and inverters | 6 | 0.37 |
| adders and majority gates | 4 | 1.28 |
worst max path at each step:
stage	slack, ns	from	endpoint
after CTS	-0.09	cin	sum[3]
after global routing	-0.06	a[0]	sum[3]
final	0.02	a[0]	sum[3]
cell usage in the layout (no fill, tap or decap), drive strengths merged:
master and n:
inv 10, fa 4, buf 4, clkdlybuf4s50 6
dlygate4sd2 4
cells by family after synthesis:
family / count (synthesis)
adder cells (fa/ha/maj): 4
buffers and inverters: 14
per-layer routing:
| layer | share of wire (%) | track usage, % | vias to the layer above |
|---|---|---|---|
| li1 | - | - | 60 |
| met1 | 58 | 1.863 | 54 |
| met4 | 0 | 0 | 0 |
| met5 | 0 | 0 | - |
| met2 | 23 | 1.284 | 14 |
| met3 | 19 | 0.6818 | 0 |
power by group:
part | internal (mW) | total, mW | switching [mW] | leakage, nW
Sequential | 0 | 0 | 0 | 0
Combinational | 0.0323 | 0.0486 | 0.0163 | 0.142
Clock | 0 | 0 | 0 | 0
Total | 0.0323 | 0.0486 | 0.0163 | 0.142
through the flow:
step | total power [mW] | cells | hold slack, ns
final | 0.04863 | 74 | 1.867
after global routing | 0.05533 | 74 | 1.886
after CTS | 0.04993 | 74 | 1.873
after detailed placement | 0.05278 | 74 | 2.175
after global placement | 0.05156 | 74 | 2.160
after floorplan | 0.02451 | 18 | 1.337
cell type report:
class                      instances  area share, %
timing repair buffer              14          41.63
multi-input combinational          4          27.24
tap                               46          17.90
inverter                          10          13.23
Power is estimated from default activity; no workload was simulated.
